<file path="/design/flow/config.mk">
export PLATFORM = sky130hd
export DESIGN_NAME = top_level_5b
export DESIGN_NICKNAME = top_level_5b
export VERILOG_FILES = /design/flow/design.v
export SDC_FILE = /design/flow/constraint.sdc
export NUM_CORES = 4
export LEC_CHECK = 1
export CORE_AREA = 10 10 78 78
export DIE_AREA = 0 0 88 88
export SYNTH_HDL_FRONTEND = slang
</file>
<file path="/design/flow/constraint.sdc">
current_design top_level_5b

set clk_period 2.4
set clk_io_pct 0.2

create_clock -name clk0 -period $clk_period [get_ports {clk}]

set non_clock_inputs [all_inputs -no_clocks]
set_input_delay [expr $clk_period * $clk_io_pct] -clock clk0 $non_clock_inputs
set_output_delay [expr $clk_period * $clk_io_pct] -clock clk0 [all_outputs]
</file>
<file path="/design/flow/design.v">
module dat_mem #(parameter W=8, byte_count=256)(
  input                           clk,
                                  write_en,   
  input  [$clog2(byte_count)-1:0] raddr,      
                                  waddr,      
  input  [ W-1:0]                 data_in,
  output [ W-1:0]                 data_out
    );
logic [W-1:0] core[byte_count];	 
assign data_out = core[raddr] ;	 
always_ff @ (posedge clk)
  if (write_en)
    core[waddr] <= data_in;
endmodule
module lfsr6b(
  input              clk,
                     en,		   
			         init,		   
  input       [5:0]  taps,		   
                     start,		   
  output logic[5:0]  state);	   
  logic[5:0] taptrn;			   
  always @(posedge clk)
	if(init) begin
	  state  <= start;			   
	  taptrn <= taps;			   
	end
	else if(en)					   
	  state  <= {state[4:0],^(state&taptrn)};
endmodule
module top_level_5b(
  input          clk, init, 
  output logic   done);
  logic          wr_en;                 
  logic    [7:0] raddr,                 
                 waddr,                 
                 data_in;               
  logic    [7:0] data_out;              
  logic[15:0] cycle_ct = 0;
  logic load_LFSR,                      
        LFSR_en;                        
  logic[5:0] LFSR_ptrn[6];              
  assign LFSR_ptrn[0] = 6'h21;
  assign LFSR_ptrn[1] = 6'h2D;
  assign LFSR_ptrn[2] = 6'h30;
  assign LFSR_ptrn[3] = 6'h33;
  assign LFSR_ptrn[4] = 6'h36;
  assign LFSR_ptrn[5] = 6'h39;
  logic[5:0] start;                     
  logic[5:0] LFSR_state[6];
  logic[5:0] match;                     
  logic[2:0] foundit;                   
  int i;
  logic[7:0] last_underscore_position = 'd8;
  logic temp = 'd0;
  dat_mem dm1(
    .clk(clk), 
    .write_en(wr_en), 
    .raddr(raddr), 
    .waddr(waddr),
    .data_in(data_in), 
    .data_out(data_out)
  );
  lfsr6b l0(
    .clk(clk), 
    .en(LFSR_en),                   
    .init(load_LFSR),               
    .taps(6'h21),                   
    .start(start),                  
    .state(LFSR_state[0])
  );
  lfsr6b l1(
    .clk(clk), 
    .en(LFSR_en),                   
    .init(load_LFSR),               
    .taps(6'h2D),                   
    .start(start),                  
    .state(LFSR_state[1])
  );
  lfsr6b l2(
    .clk(clk), 
    .en(LFSR_en),                   
    .init(load_LFSR),               
    .taps(6'h30),                   
    .start(start),                  
    .state(LFSR_state[2])
  );
  lfsr6b l3(
    .clk(clk), 
    .en(LFSR_en),                   
    .init(load_LFSR),               
    .taps(6'h33),                   
    .start(start),                  
    .state(LFSR_state[3])
  );
  lfsr6b l4(
    .clk(clk), 
    .en(LFSR_en),                   
    .init(load_LFSR),               
    .taps(6'h36),                   
    .start(start),                  
    .state(LFSR_state[4])
  );
  lfsr6b l5(
    .clk(clk), 
    .en(LFSR_en),                   
    .init(load_LFSR),               
    .taps(6'h39),                   
    .start(start),                  
    .state(LFSR_state[5])
  );
  always_comb begin
    case(match)
      6'b10_0000: foundit = 'd5;          
      6'b01_0000: foundit = 'd4;          
      6'b00_1000: foundit = 'd3;          
      6'b00_0100: foundit = 'd2;          
      6'b00_0010: foundit = 'd1;          
      default   : foundit =   0;          
    endcase
  end
  always @(posedge clk) begin : clock_loop
    if(init) begin
      cycle_ct <= 'b0;
      match    <= 'b0;
    end else begin
      cycle_ct <= cycle_ct + 1;
      if (cycle_ct == 8) begin               
        for (i = 0; i < 6; i++) begin
          match[i] <= ((data_out ^ 8'h5f) == {2'b00, LFSR_state[i]});    
        end
      end
    end
  end  
  always_comb begin 
    load_LFSR = 'b0; 
    LFSR_en   = 'b0;   
    wr_en     = 'b0;
    raddr     = 'b0;
    waddr     = 'b0;
    start     = 'b0;
    done      = 'b0;
    data_in   = 'b0;
    case(cycle_ct)
      0: begin 
        raddr = 64;                 
        waddr = 'd0;                
      end
      1: begin 
        load_LFSR = 'b1;            
        raddr = 64;
        start = 8'h5f ^ data_out;
      end
      2: begin 
        LFSR_en = 'b1;              
        raddr = 64;
        waddr = 'd0;
      end
      3: begin 
        LFSR_en = 'b1;
        raddr = 64 + cycle_ct - 2;  
        waddr = 'd0;
      end
      72: begin
        done = 'b1;                 
        raddr = 'd0;
        waddr = 'd0; 
      end
      default: begin
        if(cycle_ct <= 8) begin
          LFSR_en = 'b1;
          raddr = 64 + cycle_ct - 2;
          waddr = 'd0;
        end else begin
          LFSR_en = 'b1;
          raddr = 64 + cycle_ct - 2;
          data_in = data_out ^ {2'b00, LFSR_state[foundit]};
          if (last_underscore_position == cycle_ct - 1) begin
            if (data_in == 8'h5f) begin
              temp = 'b1;
            end
          end
          if (last_underscore_position != cycle_ct) begin
            wr_en = 'b1;
            waddr = cycle_ct - last_underscore_position - 1;
          end  
        end
      end
    endcase
  end
endmodule
</file>
<file path="/design/flow/run.sh">
#!/bin/bash
# OpenROAD 26Q1-2900-gdf79404cd8, Yosys 0.63+post, stock flow scripts
make -C /OpenROAD-flow-scripts/flow DESIGN_CONFIG=/design/flow/config.mk WORK_HOME=/design/flow/orfs finish
</file>
==> results.txt <==
Results of the full flow below.

Clock network:
- The run gives the clock input transition at the sequential cells of the worst setup and hold paths as roughly 0.06 ns.
- The run puts the number of buffers added to fix hold violations after cts at 0.
- TritonCTS built the clock tree.
- The run gives the total number of H-tree levels as 1.
- The run gives the cell chosen for the clock root as sky130_fd_sc_hd__clkbuf_8.
- The run puts the clock sink count at 16.
- The run gives the source-to-sink clock delay at the later pin of the worst-skew pair as 0.24 ns.
- The run gives the maximum number of buffers from clock root to sink as 2.
- The run gives the number of clock buffers inserted by TritonCTS as 3.

Floorplanning:
- The chip occupies around 0.0077 mm².
- The run puts the placement row count at 24.
- The run puts the starting density of the core at 0.183.
- From bottom edge to top edge, the die measures roughly 90 µm.
- The floorplan step set the die width to 88 µm.
- The floorplan step defined a core boundary enclosing 0.00441 mm².
- The run puts the top-level I/O count at 3.

Pwr:
- The run puts the clock power share at 0.389.
- The run puts the cell-internal power at 0.391 mW.
- The run gives the cell area power density as 534 mW/mm².
- The share of total power dissipated in combinational logic is 0.047.
- The run gives the largest voltage drop on the vdd net as roughly 150 µV.
- The run puts the leakage dissipation at between 0.2 and 0.3 nW.
- The run gives the sequential power share as 0.564.
- The run gives the net switching component of the power as 0.101 mW.
- Switching power as a fraction of the total was reported as 0.205.

Final timing:
- Per the final timing report, the hold violations number 0.
- Measured against its own limit, the worst slew margin works out to 0.606.
- The run gives the part of the cycle the worst path needs as 0.939.
- The run puts the highest achievable clock rate at around 440 MHz.
- The run puts the transition at the pin with the smallest max-transition slack at between 0.5 and 0.6 ns.
- Setup repair after global routing left no endpoint under its margin.
- The run gives the final critical-path required period as around 2.3 ns.
- The run gives the setup total negative slack as 0 ns.
- Counting pins that exceed their max-slew limit in the final report gives 0.
- After layout, the setup clock skew is reported as ~0.00057 ns.
- The run gives the number of endpoints failing setup at the final stage as 0.

Hold path:
- In the hold timing report, the worst path depth is 1.
- The endpoint of the worst hold path is reported as cycle_ct[0].
- STA reports the tightest min-delay check as being of type flip-flop to flip-flop.
- STA lists the startpoint of the worst hold path as cycle_ct[0].

Critical path:
- The number of cells on the worst reg-to-reg path is 3.
- The critical path in this run is classified as flip-flop to output port.
- In this run the critical register-to-register path is captured at cycle_ct[13].
- The run gives the worst path arrival time as 1.77 ns.
- The run gives the startpoint of the most critical register-to-register path as cycle_ct[2].
- The run gives the kind of launch point of the worst setup path as a flip-flop.
- The worst-case reg-to-reg setup slack stands at 0.65 ns.
- The data required time reported for the critical path is roughly 1.9 ns.
- The run gives the sort of element at the end of the critical path as an output port.
- The run puts the top fanout value on the critical path at 9.
- The launch point of the critical path was reported as cycle_ct[6].

Drt:
- The run puts the count of antenna diodes in the layout at 0.
- The detailed router finished its first iteration with approximately 53 violations.
- The routed layout has 662 vias.
- The run puts the post-detailed-routing wire length at 1540 µm.
- In the log, the iteration count for the first detailed-route pass is 4.
- The run gives the number of DRC violations after detailed routing as 0.
- The run puts the tally of nets with antenna violations remaining after routing at 0.
- The run gives the number of vias per cell after detailed routing as approximately 4.5.
- In the final routed layout, each cell accounts on average for 10.6 µm.

Layout:
- By instance count after routing, the leading logic cell type is sky130_fd_sc_hd__dfxtp_1.
- The post-route utilization of the core is recorded as 0.208.
- More flip-flops sit in one register than any other, and that register is cycle_ct.
- The run puts the area added between synthesis and finish at 14.1%.
- The top cell types in the final layout, fill and taps aside, are 16 x sky130_fd_sc_hd__dfxtp_1, 9 x sky130_fd_sc_hd__nor2_1, 7 x sky130_fd_sc_hd__a21oi_1.
- The largest registers in the layout are cycle_ct x16.
- The run puts the flip-flop count of the largest register, all copies and words added at 16.
- The run puts the fraction of layout instances using a drive strength above 1 at 0.0851.
- The run gives the final-layout fill cell count as 470.
- The run puts the final cell area excluding filler cells at around 900 µm².

Global routing:
- Across every metal layer, demand over resource in global routing totals 0.0406.
- The run gives the remaining global-route overflow as 0.
- The run puts the first-pass GRT wire length at 2640 µm.
- Entering global routing, the biggest net connects 17 pins.
- The number of global-route vias before repair was about 600.
- The run puts the initial antenna violation count at 0.

Synth:
- The run puts the cell total in the yosys stat output at around 90.
- The run puts the number of different library cells in the post-synthesis netlist at 27.
- For this run, the register share of the synthesized area comes to 0.398.
- The run gives the cell count after synthesis as just over 90.
- The run gives the average cell area after synthesis as 8.76 µm².
- The area fraction of the largest cell type after synthesis is 0.398.
- The largest total area in the synthesized netlist belongs to sky130_fd_sc_hd__dfxtp_1.
- The run gives the flop and latch count out of synthesis as 16.
- The run puts the yosys synthesis warning count at 0.
- The run gives the synthesis area per yosys as between 800 and 900 µm².
- The main area contributors are sky130_fd_sc_hd__dfxtp_1 40%, sky130_fd_sc_hd__o31ai_1 4.7%, sky130_fd_sc_hd__or4_1 4.7%.
- The run gives the combined area of all synthesized cells as about 800 µm².

Run status:
- The run finished with clean final reports.

Place:
- The run gives the last weighted congestion value of the routability-driven placer as 0.791.
- Per the detailed placement report, the placed cell area equals ~870 µm².
- The run puts the placed wire-length estimate at approximately 1100 µm.
- The run gives the port buffer count as 2.

Run:
- The number of warnings reported in the stage logs is 26.
- The run gives the max-cap violation count as 0.
[cells by family (layout without fill, tap and decap cells)]
logic type,after synthesis,after routing,synth area share
AOI/OAI and AO/OA,14,14,0.102
xor gates and xnor gates,3,3,0.0326
adders and majority gates,2,2,0.0311
buffers and inverters,10,12,0.0606
DFF,16,16,0.398
muxes,4,4,0.0559
and+or+nand+nor,43,43,0.320
[power groups by stage]
stage	clock (mW)	combinational, mW	sequential [mW]
after global routing	0.211	0.0256	0.277
after CTS	0.201	0.0230	0.277
final	0.191	0.0232	0.277
[worst max-delay path, cell delays in order, from the launching register on]
cell,delay [ns]
sky130_fd_sc_hd__dfxtp_1,0.40
sky130_fd_sc_hd__inv_1,0.17
sky130_fd_sc_hd__nor4b_2,0.29
sky130_fd_sc_hd__and4_1,0.21
sky130_fd_sc_hd__clkdlybuf4s50_1,0.46
[stage by stage]
step | power [mW] | worst slack [ns] | hold WS (ns) | std cells
2_1_floorplan | 0.298 | 0.930 | 0.452 | 92
3_5_place_dp | 0.305 | 0.349 | 0.487 | 143
3_3_place_gp | 0.305 | 0.423 | 0.473 | 143
4_1_cts | 0.501 | 0.0703 | 0.502 | 146
5_1_grt | 0.514 | 0.0441 | 0.531 | 146
6_report | 0.492 | 0.145 | 0.502 | 146
[routing by layer]
layer / GRT usage / part of all wire / vias to the layer above
met5: 0 / 0 / -
met2: 0.0569 / 0.41 / 16
met4: 0.00725 / 0.0084 / 0
met3: 0.0168 / 0.071 / 2
met1: 0.0574 / 0.51 / 298
li1: - / - / 346
[synth_stat cells]
| cell | instances |
|---|---|
| sky130_fd_sc_hd__dfxtp_1 | 16 |
| sky130_fd_sc_hd__nor2_1 | 9 |
| sky130_fd_sc_hd__a21oi_1 | 7 |
| sky130_fd_sc_hd__inv_1 | 6 |
| sky130_fd_sc_hd__nand3_1 | 5 |
| sky130_fd_sc_hd__nand4_1 | 5 |
| sky130_fd_sc_hd__o31ai_1 | 5 |
| sky130_fd_sc_hd__or4_1 | 5 |
| sky130_fd_sc_hd__nor2b_1 | 4 |
| sky130_fd_sc_hd__nor4_1 | 4 |
| sky130_fd_sc_hd__mux2_1 | 3 |
| sky130_fd_sc_hd__nand2_1 | 3 |
| sky130_fd_sc_hd__ha_1 | 2 |
| sky130_fd_sc_hd__nor4b_1 | 2 |
| sky130_fd_sc_hd__o21ai_0 | 2 |
| sky130_fd_sc_hd__or3_1 | 2 |
| sky130_fd_sc_hd__xor2_1 | 2 |
| sky130_fd_sc_hd__and4_1 | 1 |
| sky130_fd_sc_hd__buf_1 | 1 |
| sky130_fd_sc_hd__buf_4 | 1 |
| sky130_fd_sc_hd__buf_6 | 1 |
| sky130_fd_sc_hd__clkbuf_1 | 1 |
| sky130_fd_sc_hd__mux2_2 | 1 |
| sky130_fd_sc_hd__nand4_2 | 1 |
| sky130_fd_sc_hd__nor3_1 | 1 |
| sky130_fd_sc_hd__nor4_2 | 1 |
| sky130_fd_sc_hd__xnor2_1 | 1 |
[layout make-up]
class	count	area, µm²	area share
timing repair buffer	3	27.5	0.0299
sequential	16	320	0.348
inverter	6	22.5	0.0245
clock buffer	3	41.3	0.0449
tap	52	65.1	0.0707
multi-input combinational	66	443	0.482
[worst max path at each step]
stage	endpoint	slack, ns	cells after the start
5_1_grt	done	0.04	4
6_report	done	0.15	4
4_1_cts	done	0.07	4
[repair_timing]
item,in CTS,in global routing
gates resized,0,1
setup buffers,0,0
setup endpoints to repair,0,1
Power figures rest on the tool's default switching activity, not on a simulated workload.
