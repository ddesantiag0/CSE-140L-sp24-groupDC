[./design.v]
module dat_mem #(parameter W=8, byte_count=256)(
  input                           clk,
                                  write_en,   
  input  [$clog2(byte_count)-1:0] raddr,      
                                  waddr,      
  input  [ W-1:0]                 data_in,
  output [ W-1:0]                 data_out
    );
logic [W-1:0] core[byte_count];	 
assign data_out = core[raddr] ;	 
always_ff @ (posedge clk)
  if (write_en)
    core[waddr] <= data_in;
endmodule
module lfsr6(
  input              clk,
                     en,		   
			         init,		   
  input       [5:0]  taps,		   
                     start,		   
  output logic[5:0]  state);	   
  logic[5:0] taptrn;			   
  always @(posedge clk)
	if(init) begin
	  state  <= start;			   
	  taptrn <= taps;			   
	end
	else if(en)					   
	  state  <= {state[4:0],^(state&taptrn)};
endmodule
module top_level (
  input        clk, 
               init,
  output logic done);
logic         write_en;         
logic[7:0]    raddr,            
              waddr;            
logic[7:0]    data_in;          
wire [7:0]    data_out;         
logic         LFSR_en;          
logic[5:0]    taps,             
              start;            
logic[7:0]    pre_len;          
logic         taps_en,          
              start_en,         
              prelen_en;        
logic         load_LFSR;        
wire [5:0]    LFSR;             
logic[7:0]    scram;            
logic[7:0]    ct_inc;           
dat_mem dm1(.clk(clk), .write_en(write_en), .raddr(raddr), .waddr(waddr),
            .data_in(data_in), .data_out(data_out));
lfsr6 l6(.clk(clk), .en(LFSR_en), .init(load_LFSR),
         .taps(taps), .start(start), .state(LFSR));
logic[7:0] ct;                   
always @(posedge clk)
  if(init)
    ct <= 0;
  else 
    ct <= ct + ct_inc;      
always_comb begin
  write_en  = 'b0;          
  LFSR_en   = 'b0;          
  prelen_en = 'b0;          
  taps_en   = 'b0;          
  start_en  = 'b0;          
  load_LFSR = 'b0;          
  data_in = 0;
  scram = 0;
  ct_inc    = 'b1;          
  case(ct)
    0,1: begin   
           raddr     = 'd0;          
           waddr     = 'd64;         
         end        
    2:   begin              
           raddr      = 'd61;
           waddr      = 'd64;          
           prelen_en  = 'b1;
         end
    3:   begin              
           raddr      = 'd62;   
           waddr      = 'd64;
           taps_en    = 'b1;
         end                
    4:   begin
           raddr      = 'd63;
           waddr      = 'd64;
           start_en   = 'b1;
         end
    5:   begin
           raddr      = 'd0;
           waddr      = 'd64;
           load_LFSR  = 'b1;    
         end
    6:   begin             
           raddr      = 'd0;
           waddr      = 'd64;
         end       
    default: begin
      if (ct - 7 < pre_len) begin
        raddr     = 'd0;
        data_in   = 8'h5F ^ {2'b00, LFSR};
        waddr     = 'd64 + (ct - 7);
        write_en  = 'b1;
        LFSR_en   = 'b1;
        scram     = data_in;
      end else if (ct - 7 < pre_len + 50) begin
        raddr     = ct - pre_len - 6;
        data_in   = data_out ^ {2'b00, LFSR};
        waddr     = 'd64 + (ct - 7);
        write_en  = 'b1;
        LFSR_en   = 'b1;
        scram     = data_in;
      end else begin
        raddr     = 'd0;
        data_in   = 8'h5F;
        waddr     = 'd64 + (ct - 7);
        write_en  = 'b1;
      end
    end
  endcase
end 
always @(posedge clk)
  if(prelen_en)
    pre_len <= data_out;       
  else if(taps_en)
    taps    <= data_out;       
  else if(start_en)
    start   <= data_out;       
assign done = (ct == pre_len + 56 + 6);
endmodule
[./run.sh]
#!/bin/bash
# OpenROAD 26Q1-2900-gdf79404cd8, Yosys 0.63+post, stock flow scripts
make -C /OpenROAD-flow-scripts/flow DESIGN_CONFIG=/design/flow/config.mk WORK_HOME=/design/flow/orfs finish
[./config.mk]
export PLATFORM = sky130hd
export DESIGN_NAME = top_level
export DESIGN_NICKNAME = top_level
export VERILOG_FILES = /design/flow/design.v
export SDC_FILE = /design/flow/constraint.sdc
export NUM_CORES = 4
export LEC_CHECK = 1
export CORE_UTILIZATION = 50
[./constraint.sdc]
current_design top_level

set clk_period 34.2
set clk_io_pct 0.2

create_clock -name clk0 -period $clk_period [get_ports {clk}]

set non_clock_inputs [all_inputs -no_clocks]
set_input_delay [expr $clk_period * $clk_io_pct] -clock clk0 $non_clock_inputs
set_output_delay [expr $clk_period * $clk_io_pct] -clock clk0 [all_outputs]
==> metrics.csv <==
metric,value,unit
root_buffer,sky130_fd_sc_hd__clkbuf_16,
max_slew_margin,29.8,%
setup_viol_count_final,0,
post_dp_cell_area,87600,µm²
run_status,"complete, no violations",
ys_dominant_reg_cell,sky130_fd_sc_hd__edfxtp_1,
met1Wirelength,87800,µm
first_global_vias,53500,
clk_buf_depth,3,
antenna_left,0,
grtUsageTotal,32.8,%
dpl.hpwl,149000,µm
worst_setup_path_end_kind,primary output,
io_buffers,2,
rows,150,
path_max_fanout,7,
numClockSinks,2088,
layout_stage_area_growth_over_the_synthesis_result,11.1,%
synth-area-yosys,84700,µm²
firstDrtPassIters,8,
crit_path_top_delay_cell,sky130_fd_sc_hd__clkdlybuf4s50_1,
edf_count,2080,
tritoncts.num_buffers,210,
core,168000,µm²
cellLeakagePower,30.9,nW
route.met2.wl,113000,µm
timing_worst_setup_path_type,flip-flop to primary output,
design.die.area,171000,µm²
synth-warning-count,3,
io_pins,3,
post-route-cell-area,94100,µm²
crit_path_cell_trace,nor3_1 > nand2_1 > o21ai_0 > o2111ai_1 > nor2_1 > clkdlybuf4s50_1,
final_max_slew_viol_count,0,
crit_family,simple AND/OR/NAND/NOR gates,
finalHoldViolCount,0,
yosysSeqAreaShare,73.9,%
critPathMaxStageDelay,580,ps
stage_log_warnings,50,
finalCriticalPeriod,10320,ps
worstSetupStartpointType,flip-flop,
clk_pin_slew_worst_paths,60,ps
wirelength,248000,µm
synth-cells-yosys,6324,
hold_class,flip-flop to flip-flop,
floorplanUtilization,50.5,%
synth.ff_latch_count,2088,
postSynthAreaPerCell,13.4,µm²
total_power,5.61,mW
filler_cell_count,13000,
largest_area_cell,sky130_fd_sc_hd__edfxtp_1,
async_reset_ff_share,0,%
area_leaders,"sky130_fd_sc_hd__edfxtp_1, sky130_fd_sc_hd__nand2_1, sky130_fd_sc_hd__nand3_1",
drive_gt1_share,8.86,%
setup_total_negative_slack,0,ps
grt_max_degree,144,
synth.distinct_cells,75,
chipHeight,414,µm
critPathBufInv,1,
rsz0062_at_grt,false,
worstPathRequired,27360,ps
global_route.overflow_total,0,
cts.htree.levels,4,
ctsResizeCount,0,
drt-initial-drc-count,3884,
routed.top_layer,met5,
num_vias,52700,
max_slew.worst_pin.slew,1050,ps
drc_violations,0,
cts.repair_timing.setup_buffer_count,0,
fmax,96.9,MHz
yosys.area.top_type_share,73.7,%
cts_hold_repair.buffers,0,
final_min_period_over_clock_period,30.2,%
routabilityCongestion,0.943,
routedWlPerCell,28.4,µm
cts_tree,done,
met3RoutedLength,38800,µm
netlist_instances,6324,
max_cap_viol_count,0,
post_synth_instance_area,84700,µm²
timing.critical_path.arrival,3480,ps
worst_clock_skew,28.6,ps
worst_ir_drop_vdd,0.0561,mV
pwr_density_cell,59.6,nW/µm²
worst_skew_pair.late_latency,860,ps
die_w,414,µm
antenna_found_initial,5,
vias_per_cell,6.03,
wire_length_of_the_first_global_routing_pass,362000,µm
## placed cells by master (no fill, tap or decap), drive strengths merged, types with 86 or more instances in the layout
cell type	Yosys	layout
edfxtp	2080	2080
nand2	1601	1601
nand3	666	666
nor2	303	303
clkbuf	156	279
buf	269	237
mux2i	217	217
a31oi	140	140
a21oi	125	125
a211oi	103	103
clkinv	0	92
a32oi	86	86
## worst paths after layout
check	to	from	cells past startpoint	slack, ps
hold reg to reg	l6.taptrn[3]	taps[3]	0	420
setup reg to reg	dm1.core[76][5]	ct[0]	24	24840
hold / removal	l6.taptrn[3]	taps[3]	0	420
setup / recovery	done	pre_len[3]	6	23880
## layout make-up
cell class,instances,area [µm²],area share [%]
Clock inverter,116,895,0.951
Sequential cell,2088,62600,66.5
Clock buffer,279,5600,5.95
Multi-Input combinational cell,3736,20000,21.3
Inverter,75,282,0.299
Timing Repair Buffer,239,1920,2.04
Antenna cell,7,17.5,0.0186
Tap cell,2204,2760,2.93
## cell usage after synthesis, types with 6 or more instances
master,instances
sky130_fd_sc_hd__or3_1,9
sky130_fd_sc_hd__a32oi_1,86
sky130_fd_sc_hd__nor2_1,298
sky130_fd_sc_hd__nand2_1,1599
sky130_fd_sc_hd__a21oi_1,124
sky130_fd_sc_hd__buf_6,20
sky130_fd_sc_hd__a311o_1,9
sky130_fd_sc_hd__inv_1,75
sky130_fd_sc_hd__a211oi_1,101
sky130_fd_sc_hd__buf_4,41
sky130_fd_sc_hd__a221oi_1,43
sky130_fd_sc_hd__ha_1,34
sky130_fd_sc_hd__buf_1,48
sky130_fd_sc_hd__buf_2,160
sky130_fd_sc_hd__o221ai_1,18
sky130_fd_sc_hd__nand3_1,666
sky130_fd_sc_hd__xnor2_1,27
sky130_fd_sc_hd__a22oi_1,6
sky130_fd_sc_hd__mux2i_1,217
sky130_fd_sc_hd__o22ai_1,59
sky130_fd_sc_hd__and3_1,49
sky130_fd_sc_hd__edfxtp_1,2080
sky130_fd_sc_hd__o21ai_0,7
sky130_fd_sc_hd__a31oi_1,139
sky130_fd_sc_hd__a21o_1,7
sky130_fd_sc_hd__a311oi_1,76
sky130_fd_sc_hd__o32ai_1,6
sky130_fd_sc_hd__dfxtp_1,8
sky130_fd_sc_hd__nand4_1,14
sky130_fd_sc_hd__clkbuf_1,156
sky130_fd_sc_hd__nor4_1,12
sky130_fd_sc_hd__o211ai_1,24
sky130_fd_sc_hd__nor3_1,23
## worst reg2reg max path: stages, from the launching register on
cell and delay [ps]:
sky130_fd_sc_hd__dfxtp_1 500, sky130_fd_sc_hd__ha_1 330, sky130_fd_sc_hd__and2_1 310, sky130_fd_sc_hd__nor2_1 90
sky130_fd_sc_hd__xnor2_1 300, sky130_fd_sc_hd__inv_1 150, sky130_fd_sc_hd__ha_1 320, sky130_fd_sc_hd__o211ai_1 90
sky130_fd_sc_hd__o221a_2 280, sky130_fd_sc_hd__o21a_1 190, sky130_fd_sc_hd__buf_4 230, sky130_fd_sc_hd__a21oi_4 160
sky130_fd_sc_hd__buf_4 560, sky130_fd_sc_hd__buf_4 530, sky130_fd_sc_hd__buf_4 610, sky130_fd_sc_hd__buf_4 650
sky130_fd_sc_hd__a311oi_1 200, sky130_fd_sc_hd__a31oi_1 330, sky130_fd_sc_hd__o221ai_1 350, sky130_fd_sc_hd__o32ai_1 580
sky130_fd_sc_hd__o22ai_2 330, sky130_fd_sc_hd__o21ai_1 230, sky130_fd_sc_hd__a32o_4 600, sky130_fd_sc_hd__buf_4 570
sky130_fd_sc_hd__buf_4 580
## where the power goes
part,switching (mW),internal [mW]
logic,0.468,0.164
registers,0.00313,2.78
clock network,0.961,1.23
## through the flow
step                hold WS (ps)  cells  util [%]  worst slack, ps
CTS                          420   8737      56.1            23860
floorplan                    400   6324         -            17470
detailed placement           405   8342      52.2            24780
global route                 425   8737      56.1            23730
finish                       419   8744      56.1            23880
global placement             402   8342      52.2            24760
## state kept, by name, indices dropped and copies added (netlist names)
name       flops
pre_len        8
l6.taptrn      6
start          6
l6.state       6
ct             8
dm1.core    2048
taps           6
## metal layers
metal / vias up / global-route usage [%]
met3: 443 / 21.3
met5: - / 0.707
li1: 23700 / -
met2: 2843 / 45.7
met4: 12 / 8.72
met1: 25700 / 46.2
## cell families (layout without fill, tap and decap cells)
logic type      count (synthesis)  in the layout  share of synthesized area (%)
simple gates                 2697           2697                           13.3
compound gates                750            750                           6.47
xor+xnor                       32             32                          0.331
fa+ha+maj                      35             35                          0.526
buf+inv                       500            709                           2.81
flops                        2088           2088                           73.9
mux                           222            222                           2.63
other cells                     0              7                              0
Power and IR drop assume default switching activity.
